==> /design/flow/design.v <==
module alu(
    input  wire [7:0] a,          
    input  wire [7:0] b,          
    input  wire [2:0] alu_op,     
    output reg  [7:0] result,     
    output reg        zero_flag   
);
    always @(*) begin
        case (alu_op)
            3'b000: result = ~a;        
            3'b001: result = a + b;     
            3'b010: result = a - b;     
            3'b011: result = a & b;     
            3'b100: result = a | b;     
            3'b101: result = a ^ b;     
            3'b110: result = a + 1;     
            3'b111: result = a - 1;     
            default: result = 8'h00;    
        endcase
    end
    always @(*) begin
        if (result == 8'h00) begin
            zero_flag = 1'b1;
        end else begin
            zero_flag = 1'b0;
        end
    end
endmodule
==> /design/flow/run.sh <==
#!/bin/bash
# OpenROAD 26Q1-2900-gdf79404cd8, Yosys 0.63+post, stock flow scripts
make -C /OpenROAD-flow-scripts/flow DESIGN_CONFIG=/design/flow/config.mk WORK_HOME=/design/flow/orfs finish
==> /design/flow/config.mk <==
export PLATFORM = sky130hd
export DESIGN_NAME = alu
export DESIGN_NICKNAME = alu
export VERILOG_FILES = /design/flow/design.v
export SDC_FILE = /design/flow/constraint.sdc
export NUM_CORES = 4
export LEC_CHECK = 1
export CORE_AREA = 10 10 77 77
export DIE_AREA = 0 0 87 87
==> /design/flow/constraint.sdc <==
current_design alu

set clk_period 7.9
set clk_io_pct 0.2

create_clock -name clk0 -period $clk_period

set non_clock_inputs [all_inputs -no_clocks]
set_input_delay [expr $clk_period * $clk_io_pct] -clock clk0 $non_clock_inputs
set_output_delay [expr $clk_period * $clk_io_pct] -clock clk0 [all_outputs]
==> run summary <==
DR vias/cell = 5.496
Adder Area Share = 0.2429
Worst EP required = 6.32 ns
Unrepaired setup endpoints after global routing = no
Fin util = 0.3764
Max-cap viol count = 0
Hold buffers post-CTS = 0
Antenna diode count = 0
DR iter-0 viols = 78
GRT overflow = 0
Pin slew with the least headroom to its limit = 0.4334 ns
Setup slack at placement = 1.001 ns
Top cells by area = ha_1 23%, a22o_1 8.0%, inv_1 5.1%
Post-DP HPWL = 3158 um
Core footprint = 4354 um2
Post-Syn Area = 1319 um2
Cells after synthesis = 182
Worst setup EP type = output pin
Hold Vio Cnt, Final = 0
Drt first pass iters = 4
Post-synth mux share = 0.02277
Final period utilization = 0.8756
Arrival time of the worst setup path = 5.34 ns
Avg Cell Area, Syn = 7.246 um2
Antenna-violating nets left = 0
Post-synth top area share = 0.2277
Slew Limit Fails = 0
Final Hold Slack = 4.314 ns
FF+latch area = 0 um2
Xor+xnor area frac = 0.06641
Seq/Total Area, Yosys = 0
Hold/Removal Path Class = in2out
CP peak stage delay = 0.73 ns
Post-synthesis simple-gate area fraction = 0.1860
AO/OA Area Share = 0.3805
Final Wtd Congestion = 0.8953
GRT Util Overall = 0.09706
Initial antenna violation count = 0
F_max = 0.1446 GHz
Die ar. = 7569 um2
Yosys stat cell total = 182
Status = finished, final reports clean
Yosys warning count = 1
Post-CTS sizing = 0
Layout cell share with drive strength beyond 1 = 0.06863
YS chip area = 1319 um2
Post-CTS setup buffer count = 0
Flop count = 0
Final period demand of the worst path = 6.917 ns
Tally of filler cells in the layout = 471
Critical path class = in2out
Hold Path Cell Cnt = 4
Area delta synth->final = 24.29%
CP Max Fanout = 16
Yosys cell types = 45
Vias in the first global route = 1357
Drt wl/cell = 14.93 um
Die Y = 87 um
I/O Pins = 28
Setup violators final = 0
P_leak = 0.7216 nW
Crit path cell chain = clkdlybuf4s50_1 > buf_4 > nor2b_1 > o21ai_0 > o21a_1 > fa_1 > a211oi_1 > o21bai_1 > a21oi_1 > xnor2_1 > a221oi_1 > a21oi_1 > nor4_2 > clkdlybuf4s50_1
# port buffers = 28
Crit-path slowest cell = clkdlybuf4s50_1
Min-delay src = a[0]
Slew HR = 0.7102
PwrDens = 76.91 nW/um2
Cell type with the largest total area = ha_1
Drc violations = 0
Worst VDD drop = 0.00004053 V
Worst Setup Slack, final = 0.9828 ns
Startpoint types = primary input
Tool warnings = 40
FP Rows = 24
Clkbuf count = 0
Via count = 1407
Main logic family = AND-OR/OR-AND gates
Setup TNS Final = 0 ns
Global-route wire length before repair = 6285 um
WL final = 3822 um
DIE WIDTH = 87 um
Pre-Place Util = 0.3029
Worst-case hold path end point = result[0]
Largest net degree at the start of global routing = 19
Area occupied by multi-input gates = 1185 um2
## cell type report
type | instances | area share
timing repair buffer | 33 | 0.1939
inverter | 19 | 0.04351
tap | 52 | 0.03969
multi-input combinational | 152 | 0.7229
## cells by family (layout without fill, tap and decap cells)
group           after synthesis  after routing
compound gates               70             70
simple gates                 44             44
buf+inv                      30             52
fa+ha+maj                    25             25
xor+xnor                     10             10
mux                           3              3
## how the worst max path moves through the flow
stage                     start        end  cells past startpoint
after global routing  alu_op[0]  zero_flag                     14
final                 alu_op[0]  zero_flag                     14
after CTS             alu_op[0]  zero_flag                     14
## synthesized netlist by cell type, types with 4 or more instances
master and count:
nor2_1 7, ha_1 24, clkbuf_1 5, a21oi_1 8, a22oi_1 6, nand3_1 5
o22ai_1 6, a22o_1 12, o21ai_0 13, nand2_1 13, o21a_1 4, xnor2_1 7
nor3_1 4, inv_1 18
## placed cells by master, fill, tap and decap left out, types with 5 or more instances in the layout
cell             instances
clkdlybuf4s50_1         28
ha_1                    24
inv_1                   18
nand2_1                 13
o21ai_0                 13
a22o_1                  12
a21oi_1                  8
nor2_1                   7
xnor2_1                  7
o22ai_1                  6
a22oi_1                  6
nand3_1                  5
buf_4                    5
## through the flow
stage                     total power [mW]  instances  cell area [um2]
after CTS                           0.1273        256             1639
after global placement              0.1272        256             1639
after detailed placement            0.1263        256             1639
after global routing                0.1413        256             1639
after floorplan                    0.07738        182             1319
final                               0.1261        256             1639
## layer usage
metal	up-vias	GRT usage	share of wire	wire length, um
met2	20	0.1652	0.47	1808
li1	722	-	-	-
met5	-	0	0	0
met4	0	0.004418	0.0034	13
met1	662	0.1353	0.49	1883
met3	3	0.008491	0.030	116
## power by group
part	switching [mW]	internal, mW	leakage (nW)
logic	0.0598	0.0662	0.722
clock network	0	0	0
registers	0	0	0
total	0.0598	0.0662	0.722
## critical path, delay by kind of cell
kind            cells  cell delay [ns]
buf+inv             3             1.51
compound gates      7             1.27
simple gates        2             0.44
fa+ha+maj           1             0.43
xor+xnor            1             0.09
Power and IR drop assume default switching activity.
